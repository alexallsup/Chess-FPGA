## flow/run.sh

```bash
#!/bin/bash
# OpenROAD 26Q1-2900-gdf79404cd8, Yosys 0.63+post, stock flow scripts
make -C /OpenROAD-flow-scripts/flow DESIGN_CONFIG=/design/flow/config.mk WORK_HOME=/design/flow/orfs finish
```

## flow/config.mk

```make
export PLATFORM = sky130hd
export DESIGN_NAME = input_debounce
export DESIGN_NICKNAME = input_debounce
export VERILOG_FILES = /design/flow/design.v
export SDC_FILE = /design/flow/constraint.sdc
export NUM_CORES = 4
export LEC_CHECK = 1
export CORE_AREA = 10 10 97 97
export DIE_AREA = 0 0 107 107
```

## flow/constraint.sdc

```tcl
current_design input_debounce

set clk_period 2.6
set clk_io_pct 0.2

create_clock -name clk0 -period $clk_period [get_ports {CLK}]

set non_clock_inputs [all_inputs -no_clocks]
set_input_delay [expr $clk_period * $clk_io_pct] -clock clk0 $non_clock_inputs
set_output_delay [expr $clk_period * $clk_io_pct] -clock clk0 [all_outputs]
```

## flow/design.v

```verilog
module input_debounce(
	CLK, RESET,
   Btn, Btn_pulse);
input CLK;  
input RESET;
input Btn;
output reg Btn_pulse;
localparam INIT = 3'b000, WQ = 3'b001, SCEN_St = 3'b010, CCR = 3'b011, WFCR = 3'b100;
reg[2:0] state;
localparam max_i = 2000;  
reg[13:0] I;
always @(posedge CLK, posedge RESET)
begin
	if (RESET) begin
		Btn_pulse <= 0;
		state <= INIT;
		I <= 0;
	end
	else begin
		case (state)
			INIT:
			begin
				if (Btn) state <= WQ;
				I <= 0;
			end
			WQ:
			begin
				if (!Btn) state <= INIT;
				else if (I == max_i) begin 
					state <= SCEN_St;
					Btn_pulse <= 1;
				end
				I <= I + 1;
			end
			SCEN_St:
			begin
				state <= CCR;
				Btn_pulse <= 0;
				I <= 0;
			end
			CCR:
			begin
				if (!Btn) state <= WFCR;
				I <= 0;
			end
			WFCR:
			begin
				if (Btn) state <= CCR;
				else if (I == max_i) state <= INIT;
				I <= I + 1;
			end
		endcase
	end
end
endmodule
```

==> run_results.csv <==
group,metric,value,unit
worst_hold_path,hp-start,"I[13]$_DFFE_PP0P_",
sta,fmax,0.6098,GHz
setup_path,cpMaxStageDelayCell,"clkdlybuf4s50_1",
global_routing,grt_usage,3.842,%
power_and_ir_drop,p_sw,0.2084,mW
sta,hold_viol,0,
place,dp_slack,0.9797,ns
setup_path,cp_max_fo,3,
setup_path,reg2reg_from,"I[0]$_DFFE_PP0P_",
synth,synth_area_per_cell,9.143,um2
place,numPortBuffers,3,
setup_path,crit_chain,"clkdlybuf4s50_1",
setup_path,cp.required,2.08,ns
synth,common_cells,"19 x dfrtp_1, 17 x o21ai_0, 11 x nor2_1",
final_layout,fill_cells,845,
sta,rsz0062_at_grt,"no",
run,warning_count,26,
sta,finalMaxSlewViolations,0,
global_routing,grt-ovfl-total,0,
synth,synth_largest_type_area_fraction,44.44,%
place,gp_congestion,0.8003,
setup_path,worst_path_largest_cell_delay,0.49,ns
power_and_ir_drop,p_clk_share,31.6,%
clock_network,root_buffer,"clkbuf_8",
power_and_ir_drop,internal-power,0.5310,mW
routing,vias_per_cell,3.747,
synth,yosysSeqAreaShare,46.90,%
synth,synth-cells-yosys,117,
synth,syn-cell-area,1070,um2
setup_path,crit_type,"register to output pin",
routing,dr.pass1.iters,4,
power_and_ir_drop,comb_power_share,19.2,%
synth,most_common_cell,"dfrtp_1",
global_routing,antenna_found_initial,0,
clock_network,cts_tree,"done",
power_and_ir_drop,powerDensity,593.3,nW/um2
floorplanning,die_h,107,um
place,placed_cells,213,
global_routing,use_met1,5.218,%
synth,async_flop_share,100.0,%
global_routing,top_usage_layer,"met2",
global_routing,grtUsageMet3,1.273,%
sta,finalSetupViolCount,0,
power_and_ir_drop,leakagePower,0.5146,nW
routing,drc,0,
clock_network,clockBufferDepth,2,
setup_path,reg2reg_slack,0.96,ns
synth,synth.distinct_cells,31,
power_and_ir_drop,switching_share,28.19,%
routing,ant_nets,0,
final_layout,syn2layout_area_growth,16.49,%
clock_network,h-tree-depth,1,
setup_path,cp.arrival,1.12,ns
synth,synth_top_cell_by_area,"dfrtp_1",
final_layout,drive_gt1_share,7.627,%
setup_path,critPathTopFamily,"buffers and inverters",
setup_path,critPathBufInv,1,
worst_hold_path,hp-class,"register to register",
place,hpwl,1.471,mm
clock_network,post_cts_buffers,0,
global_routing,grt_pass1_wl,3.732,mm
floorplanning,rows,31,
final_layout,fin_cells,217,
status,status,"finished, final reports clean",
sta,worst_slew_pin_slew,0.7910,ns
clock_network,clock_latency,0.26,ns
sta,fin_crit,1.640,ns
clock_network,numCtsBuffers,3,
clock_network,path_clk_slew,0.07,ns
sta,fin_crit_sh,63.08,%
routing,drt-initial-drc-count,32,
power_and_ir_drop,seq_power_share,49.3,%
synth,yosys_area,1070,um2
floorplanning,ios,4,
synth,ys_ff,20,
power_and_ir_drop,p_total,0.7394,mW
floorplanning,initCoreUtil,14.67,%
clock_network,ctsResizeCount,0,
clock_network,clock_sinks,20,
sta,max-slew-margin-rel,47.07,%
sta,clock_skew,0.001973,ns
routing,wl_per_cell,9.576,um
global_routing,grt_start_max_net_pins,21,
synth,yosysWarningCount,1,
floorplanning,core,7292,um2
power_and_ir_drop,vdd_drop_max,0.0001894,V
routing,vias,813,
routing,diodes,0,
setup_path,critPathCaptureType,"output pin",
routing,wl,2.078,mm
global_routing,grt_util_met2,6.058,%
clock_network,postCtsHoldBufs,0,
sta,tns,0,ns
global_routing,grt_pass1_vias,800,
setup_path,critPathLaunchType,"register",
run,cap_violations,0,
synth,area_leaders,"dfrtp_1 44%, o21ai_0 8.0%, a31oi_1 5.3%",
synth,synth-edff-count,0,
sta,setup_ws,0.9600,ns
synth,flop_cell,"dfrtp_1",
floorplanning,die-area,11450,um2
setup_path,cp-startpoint,"Btn_pulse$_DFFE_PP0P_",
floorplanning,die_w,107,um
synth,postSynthCellCount,117,
## power by group through the flow
stage                 combinational [mW]  clock, mW  sequential, mW
after CTS                          0.143      0.244           0.364
after global routing               0.165      0.260           0.369
final                              0.142      0.233           0.364
## area by class of cell
cell class	instances	area, um2	share of cell area [%]
multi-input cells	86	516.7	41.47
flip-flops and latches	20	501.7	40.26
well taps	99	123.9	9.940
clock buffers	4	55.05	4.418
repair buffers	3	30.03	2.410
inverters	5	18.77	1.506
## worst paths after layout
path / end / cells after the start
max: Btn_pulse / 1
min: I[13]$_DFFE_PP0P_ / 1
max reg2reg: I[12]$_DFFE_PP0P_ / 5
min reg2reg: I[13]$_DFFE_PP0P_ / 1
max in group asynchronous: I[8]$_DFFE_PP0P_ / 2
min in group asynchronous: I[1]$_DFFE_PP0P_ / 2
## metrics by stage
| step | util (%) | cell area, um2 | hold slack [ns] |
|---|---|---|---|
| 3_5_place_dp | 16.33 | 1191 | 0.4954 |
| 6_report | 17.09 | 1246 | 0.5044 |
| 4_1_cts | 17.09 | 1246 | 0.5075 |
| 2_1_floorplan | - | 1070 | 0.4514 |
| 3_3_place_gp | 16.33 | 1191 | 0.4870 |
| 5_1_grt | 17.09 | 1246 | 0.5337 |
## layer usage
metal	up-vias	share of wire (%)
met1	375	51
met5	-	0
li1	431	-
met3	2	3.5
met2	5	45
met4	0	0.67
## cell families after synthesis
group	count (synthesis)	synth area share (%)
buffers and inverters	11	4.795
and+or+nand+nor	45	24.33
DFF	20	46.90
adders and majority gates	2	2.339
AOI/OAI and AO/OA	39	21.64
## flip-flops by register name, summed over array words and instances, names as in the netlist
name,cells
I,14
state,5
Btn_pulse,1
## cell usage in the layout, fill, tap and decap left out
cell type | synthesis | routed
a21o_1 | 2 | 2
a21oi_1 | 4 | 4
a221o_1 | 1 | 1
a31oi_1 | 9 | 9
a41oi_1 | 1 | 1
and2_1 | 4 | 4
and3_1 | 5 | 5
and4_4 | 1 | 1
clkbuf_8 | 0 | 4
clkdlybuf4s50_1 | 0 | 3
dfrtp_1 | 19 | 19
dfstp_2 | 1 | 1
ha_1 | 2 | 2
inv_1 | 5 | 5
nand2_1 | 10 | 10
nand2b_1 | 1 | 1
nand3_1 | 3 | 3
nand4_1 | 3 | 3
nand4b_1 | 1 | 1
nor2_1 | 11 | 11
nor2b_1 | 1 | 1
nor4_4 | 1 | 1
nor4b_1 | 2 | 2
o21a_1 | 1 | 1
o21ai_0 | 17 | 17
o21ai_1 | 1 | 1
o311ai_1 | 1 | 1
o31ai_1 | 2 | 2
or2_4 | 1 | 1
or4_4 | 1 | 1
Power figures rest on the tool's default switching activity, not on a simulated workload.
