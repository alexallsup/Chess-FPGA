**design/flow/run.sh**
```bash
#!/bin/bash
# OpenROAD 26Q1-2900-gdf79404cd8, Yosys 0.63+post, stock flow scripts
make -C /OpenROAD-flow-scripts/flow DESIGN_CONFIG=/design/flow/config.mk WORK_HOME=/design/flow/orfs finish
```
**design/flow/config.mk**
```make
export PLATFORM = sky130hd
export DESIGN_NAME = game_logic
export DESIGN_NICKNAME = game_logic
export VERILOG_FILES = /design/flow/design.v
export SDC_FILE = /design/flow/constraint.sdc
export NUM_CORES = 4
export LEC_CHECK = 1
export CORE_UTILIZATION = 30
```
**design/flow/constraint.sdc**
```tcl
current_design game_logic

set clk_period 11.0
set clk_io_pct 0.2

create_clock -name clk0 -period $clk_period [get_ports {CLK}]

set non_clock_inputs [all_inputs -no_clocks]
set_input_delay [expr $clk_period * $clk_io_pct] -clock clk0 $non_clock_inputs
set_output_delay [expr $clk_period * $clk_io_pct] -clock clk0 [all_outputs]
```
**design/flow/design.v**
```verilog
`timescale 1ns / 1ps
module game_logic( 
    CLK, RESET,
    board_input,
    board_out_addr,
    board_out_piece,
	 board_change_en_wire,
    BtnL,  
    BtnU,
    BtnR,
    BtnD,
    BtnC,
    cursor_addr,
    selected_addr,
    hilite_selected_square,
	 state, move_is_legal, is_in_initial_state
    );
input wire CLK, RESET;
input wire BtnL, BtnU, BtnR, BtnD, BtnC;
input wire [255:0] board_input;
wire [3:0] board[63:0];
genvar i;
generate for (i=0; i<64; i=i+1) begin: BOARD
	assign board[i] = board_input[i*4+3 : i*4];
end
endgenerate
output reg[5:0] board_out_addr;
output reg[3:0] board_out_piece;
reg board_change_enable;  
output wire board_change_en_wire;
assign board_change_en_wire = board_change_enable;
output reg[5:0] cursor_addr;
output reg[5:0] selected_addr;
output wire hilite_selected_square;
output wire is_in_initial_state;
assign is_in_initial_state = (state == INITIAL);
wire[3:0] cursor_contents, selected_contents;
assign cursor_contents = board[cursor_addr];  
assign selected_contents = board[selected_addr];  
localparam PIECE_NONE   = 3'b000;
localparam PIECE_PAWN   = 3'b001;
localparam PIECE_KNIGHT = 3'b010;
localparam PIECE_BISHOP = 3'b011;
localparam PIECE_ROOK   = 3'b100;
localparam PIECE_QUEEN  = 3'b101;
localparam PIECE_KING   = 3'b110;
localparam COLOR_WHITE  = 0;
localparam COLOR_BLACK  = 1;
reg player_to_move;
output reg move_is_legal;  
localparam INITIAL = 3'b000,
    PIECE_SEL = 3'b001, PIECE_MOVE= 3'b010,
    WRITE_NEW_PIECE = 3'b011, ERASE_OLD_PIECE = 3'b100;
output reg[2:0] state;
assign hilite_selected_square = (state == PIECE_MOVE);
always @ (posedge CLK, posedge RESET) begin
    if (RESET) begin
        state <= INITIAL;
        castle_state <= WRITE_KING;
        player_to_move <= COLOR_WHITE;
        cursor_addr <= 6'b110_100;  
        selected_addr <= 6'bXXXXXX;
        board_out_addr <= 6'b000000;
        board_out_piece <= 4'b0000;
        board_change_enable <= 0;
    end
    else begin
        case (state)
            INITIAL :
            begin
                state <= PIECE_SEL;  
            end
            PIECE_SEL:
            begin
                if (BtnC 
                    && cursor_contents[3] == player_to_move
                    && cursor_contents[2:0] != PIECE_NONE) 
						  begin
                        state <= PIECE_MOVE;
								selected_addr <= cursor_addr;
						  end
            end
            PIECE_MOVE:
            begin
                if (BtnC) begin
                    if (      (cursor_contents[3] != player_to_move
                            || cursor_contents[2:0] == PIECE_NONE)
                            && move_is_legal)
                    begin
								state <= WRITE_NEW_PIECE; 
                        board_out_addr <= cursor_addr;
                        board_out_piece <= selected_contents;
                        board_change_enable <= 1;
                    end
                    else if (cursor_contents[3] == player_to_move
                        && cursor_contents[2:0] != PIECE_NONE)
                    begin
                        selected_addr <= cursor_addr;
                    end
						  else begin
								state <= PIECE_SEL;
						  end
					end
            end
            WRITE_NEW_PIECE:
            begin
                state <= ERASE_OLD_PIECE;
                board_change_enable <= 1;  
                board_out_addr <= selected_addr;
                board_out_piece <= 4'b0000;  
            end
            ERASE_OLD_PIECE:
            begin
                state <= PIECE_SEL;
                board_change_enable <= 0;
                board_out_addr <= 6'bXXXXXX;
                board_out_piece <= 4'bXXXX;
                player_to_move <= ~player_to_move;
            end
			endcase
		 if      (BtnL && cursor_addr[2:0] != 3'b000) cursor_addr <= cursor_addr - 6'b000_001;
		 else if (BtnR && cursor_addr[2:0] != 3'b111) cursor_addr <= cursor_addr + 6'b000_001;
		 else if (BtnU && cursor_addr[5:3] != 3'b000) cursor_addr <= cursor_addr - 6'b001_000;
		 else if (BtnD && cursor_addr[5:3] != 3'b111) cursor_addr <= cursor_addr + 6'b001_000;
    end
end
reg[3:0] h_delta;
reg[3:0] v_delta;
always @(*) begin
	if (cursor_addr[2:0] >= selected_addr[2:0]) h_delta = cursor_addr[2:0] - selected_addr[2:0];
	else													  h_delta = selected_addr[2:0] - cursor_addr[2:0];
	if (cursor_addr[5:3] >= selected_addr[5:3]) v_delta = cursor_addr[5:3] - selected_addr[5:3];
	else													  v_delta = selected_addr[5:3] - cursor_addr[5:3];
end
always @(*) begin
    if(selected_contents[2:0] == PIECE_PAWN)
        begin
            if (player_to_move == COLOR_WHITE) begin  
                if (v_delta == 2  
                    && h_delta == 0  
                    && selected_addr[5:3] == 3'b110  
                    && cursor_contents[2:0] == PIECE_NONE  
                    && board[selected_addr - 6'b001_000][2:0] == PIECE_NONE  
						  && cursor_addr[5:3] < selected_addr[5:3] )
                    move_is_legal = 1;  
                else if(v_delta == 1  
                    && h_delta == 0
                    && cursor_contents[2:0] == PIECE_NONE
						  && cursor_addr[5:3] < selected_addr[5:3] )
                    move_is_legal = 1;
                else if(v_delta == 1
                    && (h_delta == 1)  
                    && cursor_contents[3] == COLOR_BLACK  
                    && cursor_contents[2:0] != PIECE_NONE  
						  && cursor_addr[5:3] < selected_addr[5:3] )
                    move_is_legal = 1;
                else move_is_legal = 0;
            end
            else if (player_to_move == COLOR_BLACK) begin
                if (v_delta == 2  
                    && h_delta == 0  
                    && selected_addr[5:3] == 3'b001  
                    && cursor_contents[2:0] == PIECE_NONE  
                    && board[selected_addr + 6'b001_000][2:0] == PIECE_NONE  
						  && cursor_addr[5:3] > selected_addr[5:3] )
                    move_is_legal = 1;  
                else if(v_delta == 1  
                    && h_delta == 0
                    && cursor_contents[2:0] == PIECE_NONE
						  && cursor_addr[5:3] > selected_addr[5:3] )
                    move_is_legal = 1;
                else if(v_delta == 1
                    && (h_delta==1)  
                    && cursor_contents[3] == COLOR_WHITE  
                    && cursor_contents[2:0] != PIECE_NONE  
						  && cursor_addr[5:3] > selected_addr[5:3] )
                    move_is_legal = 1;
                else move_is_legal = 0;
            end
        end
    else if(selected_contents[2:0] == PIECE_ROOK)
        begin
            move_is_legal = (h_delta==0 || v_delta==0);
        end
    else if(selected_contents[2:0] == PIECE_QUEEN)
        begin
            move_is_legal =
                (  h_delta==0 || v_delta==0   
                || h_delta == v_delta );      
        end
    else if(selected_contents[2:0] == PIECE_KING)
        begin
            move_is_legal =
                ( h_delta == 0 || h_delta == 1)
				 && ( v_delta == 0 || v_delta == 1);
        end
    else if(selected_contents[2:0] == PIECE_BISHOP)
        begin
            move_is_legal =
                (  h_delta == v_delta );
        end
    else if(selected_contents[2:0] == PIECE_KNIGHT)
        begin
            move_is_legal =
                (   h_delta==2 && v_delta==1 
                ||  v_delta==2 && h_delta==1 );
        end
	 else move_is_legal = 0;
end 
endmodule
```
==> impl_metrics.py <==
# Synthesis and PnR figures
metrics = {
    "critical_path": {
        "start_kind": "input pin",
        "r2r_start": "cursor_addr[1]",
        "reg2regPathDepth": 16,
        "cp_max_fo": 3,
        "crit_required_ps": 8800,
        "rrSetupSlack_ps": 4780,
        "timing.rr.end": "board_out_addr[5]",
        "crit_path_start": "board_input[25]",
        "end_kind": "primary output",
        "setup.worst_path.end": "move_is_legal",
        "crit_type": "in -> out",
        "worstPathArrival_ps": 6860,
    },
    "pwr": {
        "p_leak_nw": 5.112,
        "powerDensity_mw_per_mm2": 359.2,
        "peakVddDrop_mv": 0.3533,
    },
    "floorplan": {
        "die_h_um": 194.8,
        "fp.dieArea_mm2": 0.03796,
        "core_mm2": 0.03661,
        "fp_util_pct": 30.47,
        "die_w_um": 194.8,
        "io_pins": 292,
        "rows": 70,
    },
    "sta": {
        "timing.fmax_mhz": 110.3,
        "period_needed_ps": 9064,
        "rsz0062_at_grt": "no",
        "fin_setup_tns_ps": 0,
        "hold_viol": 0,
        "finalMaxSlewViolations": 0,
        "fin_crit_sh_pct": 82.40,
        "slew_headroom_pct": 1.094,
        "skew_ps": 1.741,
        "hold_slack_ps": 516.8,
        "layout_setup_ws_ps": 1936,
        "worstMarginPinSlew_ps": 1481,
        "setup_viol": 0,
    },
    "clocking": {
        "cts_sinks": 27,
        "cts_resized": 0,
        "clockRootBuffer": "clkbuf_16",
        "cts_max_level": 1,
        "cts_setup_buffers": 0,
        "cts_buffers": 3,
        "postCtsHoldBufs": 0,
        "max-clock-path-buffers": 2,
        "clk_pin_slew_worst_paths_ps": 70,
        "cts_tree": "done",
        "clock.latency.late_pin_ps": 260,
    },
    "cells_and_area": {
        "drive_gt1_share_pct": 10.45,
        "final_area_mm2": 0.01468,
        "final_cells": 2297,
        "syn_to_final_growth_pct": 31.61,
    },
    "yosys": {
        "synthCells": 1586,
        "async_reset_ff_share_pct": 100.0,
        "synth_seq_share_pct": 6.090,
        "ys_ff": 27,
        "ys_sh_xor_pct": 1.335,
        "syn_area_mm2": 0.01116,
        "ys_top_logic_family": "AND-OR/OR-AND gates",
        "mux_share_pct": 9.982,
        "compound_area_share_pct": 41.77,
        "avgSynthCellArea_um2": 7.034,
        "synth_warnings": 5,
        "ys_sh_simple_pct": 27.83,
        "synth-main-ff-cell": "dfrtp_1",
        "edf_count": 0,
        "yosysCellCount": 1586,
        "synth.distinct_cells": 99,
        "ys_sh_adder_pct": 3.993,
        "synth-area-yosys_mm2": 0.01116,
    },
    "global_routing": {
        "grt_max_degree": 58,
        "grt_pass1_wl_mm": 146.6,
        "grt_util_all_layers_pct": 57.32,
        "grt_antenna_before_repair": 29,
        "grt_pass1_vias": 16917,
        "overflow": 0,
    },
    "detailed_routing": {
        "ant_nets": 0,
        "dr_wl_met2_mm": 39.48,
        "drt-vias-per-instance": 8.057,
        "top_layer": "met5",
        "firstDrtPassIters": 14,
        "route.detailed.drc": 0,
        "drt_iter0_markers": 3431,
        "routedWlPerCell_um": 47.64,
        "num_vias": 18507,
        "met3_length_mm": 20.12,
        "drt-met1-wl_mm": 37.75,
        "wl_mm": 109.4,
    },
    "place": {
        "placedCellCount": 2272,
        "dp_slack_ps": 2600,
        "dpl.hpwl_mm": 77.65,
        "port_buffers": 291,
        "globalplace.congestion": 1.294,
        "place_area_mm2": 0.01455,
    },
    "hold_path": {
        "hp-class": "reg -> reg",
    },
    "run": {
        "drv_cap": 0,
        "tool_warnings": 40,
    },
    "status": {
        "outcome": "finished, final reports clean",
    },
}
[cell usage after synthesis (14+ instances only)]
library cell	number	area [um^2]
o21ai_0	116	580.6
nand2_1	111	416.7
a22oi_1	102	765.7
nand3_1	92	460.4
a21oi_1	85	425.4
nor2_1	84	315.3
buf_2	71	355.3
clkbuf_1	51	191.4
mux2i_1	49	490.5
a22o_1	43	376.6
nand4_1	43	269.0
nor2b_1	43	269.0
and3_1	36	225.2
a31oi_1	34	212.7
a32oi_1	34	297.8
mux2_2	34	382.9
inv_1	30	112.6
ha_1	26	325.3
nor3_1	26	130.1
dfrtp_1	24	600.6
o22ai_1	24	150.1
nand2b_1	23	143.9
a32o_1	19	190.2
o211ai_1	18	135.1
a211oi_1	17	127.6
a221oi_1	17	148.9
buf_4	15	112.6
buf_6	15	168.9
nor3b_1	15	112.6
and2_1	14	87.58
buf_1	14	52.55
o32ai_1	14	122.6
[layout by cell type (no fill, tap or decap), types with 24 or more instances in the layout]
cell type        count
nand3_1             92
and3_1              36
o21ai_0            116
a21oi_1             85
mux2_2              34
o22ai_1             24
nor3_1              26
nand2_1            111
a22oi_1            102
clkdlybuf4s50_1    291
nor2_1              83
buf_4               93
a32oi_1             34
nor2b_1             39
inv_1               30
ha_1                26
nand4_1             43
a22o_1              43
mux2i_1             49
a31oi_1             34
[through the flow]
stage | total power, mW | util [%]
detailed placement | 4.715 | 39.74
CTS | 4.822 | 39.96
finish | 5.274 | 40.10
floorplan | 2.889 | -
global placement | 4.744 | 39.74
global route | 5.278 | 39.98
[state kept, by name (all words and copies together), names as in the netlist]
register,flops
board_change_enable,1
selected_addr,6
player_to_move,1
board_out_piece,4
board_out_addr,6
state,3
cursor_addr,6
[kinds of logic (layout without fill, tap and decap cells)]
family | count (synthesis) | in the layout
AOI/OAI and AO/OA | 648 | 648
xor gates and xnor gates | 17 | 17
adders and majority gates | 32 | 32
buffers and inverters | 199 | 421
DFF | 27 | 27
muxes | 99 | 99
other | 0 | 21
and+or+nand+nor | 564 | 564
[per-layer routing]
metal / vias up / global-route usage [%]
li1: 6812 / -
met1: 8667 / 65.79
met2: 2215 / 72.87
met3: 787 / 38.78
met4: 26 / 43.51
met5: - / 6.641
[cell type report]
type / instances / area (um^2)
tap: 468 / 585.6
timing repair buffer: 384 / 3611
clock inverter: 1 / 5.005
sequential: 27 / 694.4
inverter: 33 / 123.9
clock buffer: 3 / 75.07
multi-input combinational: 1360 / 9534
fill: 3705 / 21930
antenna: 21 / 52.55
[critical path: stages]
cell and delay (ps):
clkdlybuf4s50_1 780, o21ai_0 1180, o21ai_0 200, a2111oi_0 440, a211oi_1 140, a2111oi_1 640
o21ai_1 240, a2bb2oi_1 260, o21ai_0 190, inv_1 100, clkdlybuf4s50_1 460
[where the power goes]
part | switching, mW | total (mW) | internal [mW]
Clock | 0.0353 | 0.0844 | 0.0491
Combinational | 3.29 | 4.86 | 1.58
Sequential | 0.169 | 0.328 | 0.159
[worst min path at each step]
stage	end	cells past startpoint	slack [ps]	startpoint
4_1_cts	board_out_addr[3]	1	520	board_out_addr[3]
5_1_grt	board_out_addr[3]	1	530	board_out_addr[3]
6_report	board_out_addr[3]	1	520	board_out_addr[3]
No activity file was given, so power comes from the tool's default toggle rates.
